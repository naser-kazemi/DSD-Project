==> /design/flow/run.sh <==
#!/bin/bash
# OpenROAD 26Q1-2900-gdf79404cd8, Yosys 0.63+post, stock flow scripts
make -C /OpenROAD-flow-scripts/flow DESIGN_CONFIG=/design/flow/config.mk WORK_HOME=/design/flow/orfs finish
==> /design/flow/config.mk <==
export PLATFORM = sky130hd
export DESIGN_NAME = display
export DESIGN_NICKNAME = display
export VERILOG_FILES = /design/flow/design.v
export SDC_FILE = /design/flow/constraint.sdc
export NUM_CORES = 4
export LEC_CHECK = 1
export CORE_UTILIZATION = 40
==> /design/flow/constraint.sdc <==
current_design display

set clk_period 13.8
set clk_io_pct 0.2

create_clock -name clk0 -period $clk_period [get_ports {clk}]

set non_clock_inputs [all_inputs -no_clocks]
set_input_delay [expr $clk_period * $clk_io_pct] -clock clk0 $non_clock_inputs
set_output_delay [expr $clk_period * $clk_io_pct] -clock clk0 [all_outputs]
==> /design/flow/design.v <==
`timescale 1ns / 1ps
module display(
	input wire clk, reset,
	input wire u, d, l, r,
	output wire hsync, vsync,
	output wire [2:0] rgb
);
	wire [9:0] pixel_x, pixel_y;
	wire video_on;
	vga_sync vga_sync_unit(
		.clk(clk), .reset(reset), .hsync(hsync), .vsync(vsync),
		.pixel_x(pixel_x), .pixel_y(pixel_y), .video_on(video_on)
	);
	graphics graphics_unit(
		.clk(clk), .reset(reset),
		.u(u), .d(d), .l(l), .r(r),
		.pix_x(pixel_x), .pix_y(pixel_y),
		.video_on(video_on), .graph_rgb(rgb)
	);
endmodule
`timescale 1ns / 1ps
module graphics(
    input wire video_on,
	input wire clk, reset,
	input wire u, d, l, r,
	input wire [9:0] pix_x, pix_y,
	output reg [2:0] graph_rgb
);
	localparam RADIUS = 25;
	localparam CIRCLE_COLOR = 3'b101;  
	localparam BACKGROUND_COLOR = 3'b010;  
	reg [9:0] center_x, center_y;
	reg [9:0] center_x_next, center_y_next;
	always @(posedge clk)
    begin
        if(reset)
        begin
            center_x <= 100;
            center_y <= 100;
        end
        else
        begin
            center_x <= center_x_next;
            center_y <= center_y_next;
        end
    end
	always @(*)
	begin
	    center_x_next = center_x;
	    center_y_next = center_y;
	    if(u)
	      center_y_next = center_y - 1;
	    if(d)
	      center_y_next = center_y + 1;
	    if(l)
	      center_x_next = center_x - 1;
	    if(r)
	      center_x_next = center_x + 1;
	end
	reg in_circle;
	always @(*)
	begin	        
	    in_circle = (center_x - pix_x) * (center_x - pix_x) + 
		            (center_y - pix_y) * (center_y - pix_y) <= RADIUS * RADIUS;
		graph_rgb = 3'b000;
		if(video_on)
			graph_rgb = BACKGROUND_COLOR;
		if(video_on && in_circle)
			graph_rgb = CIRCLE_COLOR;
	end
endmodule
`timescale 1ns / 1ps
module vga_sync(
	input  wire clk, reset,
	output reg hsync, vsync,
	output reg [9:0] pixel_x, pixel_y,
	output reg video_on
);
	localparam LEFT_PORCH		= 	48;
	localparam ACTIVE_WIDTH		= 	640;
    localparam RIGHT_PORCH		= 	16;
	localparam HORIZONTAL_SYNC	=	96;
	localparam TOTAL_WIDTH		=	800;
	localparam TOP_PORCH		= 	33;
	localparam ACTIVE_HEIGHT	= 	480;
    localparam BOTTOM_PORCH		= 	10;
	localparam VERTICAL_SYNC	=	2;
	localparam TOTAL_HEIGHT		=	525;
	reg hsync_next, vsync_next;
	reg [9:0] pixel_x_next, pixel_y_next;
	reg video_on_next;
	always @(posedge clk)
	begin
		if(reset)
		begin
			hsync <= 0;
			vsync <= 0;
			pixel_x <= 0;
			pixel_y <= 0;
			video_on <= 0;
		end
		else
		begin
			hsync <= hsync_next;
			vsync <= vsync_next;
			pixel_x <= pixel_x_next;
			pixel_y <= pixel_y_next;
			video_on <= video_on_next;
		end
	end
	always @(*)
	begin
		hsync_next = pixel_x >= RIGHT_PORCH + ACTIVE_WIDTH && 
					  pixel_x < RIGHT_PORCH + ACTIVE_WIDTH + HORIZONTAL_SYNC;
		vsync_next	= pixel_y >= TOP_PORCH + ACTIVE_HEIGHT && 
					  pixel_y < TOP_PORCH + ACTIVE_HEIGHT + VERTICAL_SYNC;
		if(pixel_x == TOTAL_WIDTH - 1)
		begin
			pixel_x_next = 0;
			if(pixel_y == TOTAL_HEIGHT - 1)
				pixel_y_next = 0;
			else
				pixel_y_next = pixel_y + 1;
		end
		else
		begin
			pixel_x_next = pixel_x + 1;
			pixel_y_next = pixel_y;
		end
		video_on_next = pixel_x < ACTIVE_WIDTH && pixel_y < ACTIVE_HEIGHT;
	end
endmodule
==> notes.md <==
run results: status finished clean, Syn-to-layout area delta 18.88%, CP Max Fanout 6, Slowest-stage cell, CP fa_2, vias per inst 4.696, f_max 73.67 MHz, CP Class flop to output port, chip area 0.05330 mm^2, accumulated negative setup slack 0 ns, Worst Path Required 11.04 ns, final worst slack 0.2265 ns, Reg2Reg Setup Slack 11.27 ns, routability cong. 1.013, worst-case clock buffer depth 2, Die H 230.9 um, Final Setup Violations 0, WL final 51630 um, number of buffers created by CTS 5, post-synthesis sequential area ratio 0.04108, max cap viols 0, floorplan utilization 0.4068, Hold Vio Cnt, Final 0, cell family contributing the most delay on the critical path adder cells, Slew HR 0.3948, Critical Path Start Type flop, cycle use final 0.9836, largest net degree at the start of global routing 31, CTS tree built, OpenROAD warning count 43, mapped cell area 0.02095 mm^2, Tot GR Track Use 0.2235, worst r2r path cells 12, Gate Area 0.01807 mm^2, IO Port Bufs 10, worst path bufs/invs 13, yosys warns 2, end of the critical path rgb[0], Least-Margin Pin Slew 0.9045 ns, final period demand of the worst path 13.57 ns, CTS H-tree depth 2, Initial DRC Count 580, FF+latch count, synth 43, worst hold path type flop to flop, Synth area leader fa_1, Remaining DRCs 0, Antenna Nets Post-Route 0, initial antenna violation count 0, async set-reset flop share out of synthesis 0, Levels on crit path 42, vias 14750, most used cell, CP fa_1, top cells by count inv_1 (668), fa_1 (506), ha_1 (262), nor2_1 (141), xnor2_1 (91), Max-area cell share 0.4835, IO Pins 11, dpl hpwl 47180 um, Arr. time, crit path 10.81 ns, row count 83, count of library flops with an enable pin 0, first-pass detailed-route iteration total 5, grt ovf 0, R2R Path End graphics_unit.center_x[9]$_SDFFE_PP0P_, Yosys Instances 2179, layout cells sized above 1 0.2093, Most common reg cell dfxtp_1, diode count 0, chip area in the Yosys report 0.02095 mm^2, Syn Inst Count 2179, Filler Cell Count 4651, RSZ-0062 raised after global routing true, post-DR wirelength/cell 16.44 um, clk slew on worst S/H paths 0.07 ns, clock sink count 43, Late-Pin Clk Latency 0.29 ns, Area contributors post-synth fa_1 (48%), ha_1 (16%), inv_1 (12%), reg2reg start graphics_unit.center_x[1]$_SDFFE_PP0P_, wire length of the first global-routing pass 86190 um, Synth cell types 74, vias in the first global route 16560, Flop area 865.8 um^2, Worst Skew 0.006623 ns, Core ar. 0.05151 mm^2, top-count cell post-synth inv_1, Place WS -0.4932 ns, max incr delay on CP 0.62 ns, Die X 230.9 um, CP endpoint kind output port, Mapped Avg Cell Area 9.616 um^2, Root Driver clkbuf_16, max-slew violations 0, crit path from graphics_unit.center_x[0]$_SDFFE_PP0P_
-- placed cells by master (no fill, tap or decap), types with 6 or more instances in the layout --
| master | netlist | layout |
|---|---|---|
| inv_2 | 3 | 45 |
| o21ai_2 | 0 | 8 |
| nand2_1 | 71 | 62 |
| and3_1 | 8 | 8 |
| o21bai_1 | 7 | 7 |
| ha_1 | 262 | 243 |
| a21o_1 | 16 | 16 |
| fa_1 | 506 | 461 |
| inv_1 | 668 | 621 |
| xnor2_1 | 91 | 89 |
| clkdlybuf4s50_1 | 0 | 7 |
| or2_2 | 13 | 12 |
| nand2b_1 | 19 | 19 |
| nand3_1 | 18 | 16 |
| nor2b_1 | 16 | 13 |
| buf_6 | 1 | 14 |
| nor2_1 | 141 | 132 |
| nor4_1 | 7 | 6 |
| dfxtp_1 | 43 | 39 |
| a211o_1 | 6 | 6 |
| fa_2 | 0 | 45 |
| buf_4 | 2 | 278 |
| xor2_1 | 20 | 20 |
| nor3_1 | 20 | 19 |
| o21ai_1 | 14 | 11 |
| a21oi_1 | 64 | 53 |
| o21ai_0 | 33 | 28 |
| nand4_1 | 9 | 9 |
| ha_4 | 0 | 16 |
| a21oi_2 | 1 | 11 |
| nand2_2 | 0 | 6 |
-- layer usage --
| layer | vias to the layer above | track usage | share of wire |
|---|---|---|---|
| met4 | 0 | 0.04450 | 0.026 |
| met3 | 57 | 0.08905 | 0.094 |
| li1 | 7080 | - | - |
| met1 | 7247 | 0.3202 | 0.43 |
| met2 | 361 | 0.3363 | 0.45 |
| met5 | - | 0 | 0 |
-- final cells by class --
| class | count | share of cell area |
|---|---|---|
| clock inverter | 1 | 0.0003014 |
| clock buffer | 7 | 0.006128 |
| multi-input combinational | 1429 | 0.7254 |
| tap | 680 | 0.03416 |
| inverter | 674 | 0.1022 |
| sequential | 43 | 0.03476 |
| timing repair buffer | 306 | 0.09705 |
-- sequential cells by signal, indices dropped and copies added, names as in the netlist --
signal / count
graphics_unit.center_y: 10
vga_sync_unit.vsync: 1
vga_sync_unit.pixel_x: 10
graphics_unit.center_x: 10
vga_sync_unit.video_on: 1
vga_sync_unit.hsync: 1
vga_sync_unit.pixel_y: 10
-- how the worst min path moves through the flow --
stage,from,end,slack [ns],cells after the start
4_1_cts,graphics_unit.center_y[8]$_SDFFE_PP0P_,graphics_unit.center_y[8]$_SDFFE_PP0P_,0.49,2
6_report,graphics_unit.center_y[8]$_SDFFE_PP0P_,graphics_unit.center_y[8]$_SDFFE_PP0P_,0.49,2
5_1_grt,graphics_unit.center_y[8]$_SDFFE_PP0P_,graphics_unit.center_y[8]$_SDFFE_PP0P_,0.52,2
-- worst min-delay path, delay by kind of cell (launching register included) --
family,cells,cell delay (ns)
and+or+nand+nor,1,0.06
DFF,1,0.33
AOI/OAI and AO/OA,1,0.05
-- cells by family (layout without fill, tap and decap cells) --
kind of cell,after synthesis,count (layout),share of synthesized area
adder cells (fa/ha/maj),768,768,0.6399
buffers and inverters,707,988,0.1278
AND/OR/NAND/NOR,340,340,0.07542
AND-OR/OR-AND,203,203,0.06539
XOR/XNOR,112,112,0.04747
flip-flops,43,43,0.04108
multiplexers,6,6,0.002926
-- timing repair --
item | CTS | global route
setup buffers | 17 | 31
pin swaps | 97 | 112
resized | 133 | 98
hold buffers | 0 | 0
setup endpoints to repair | 3 | 3
-- through the flow --
step                      utilization  hold WS [ns]  cell area [um^2]  std cells
final                          0.4836        0.4850             24910       3140
after global routing           0.4836        0.5236             24910       3140
after CTS                      0.4733        0.4899             24380       3109
after detailed placement       0.4588        0.4810             23630       3084
after global placement         0.4588        0.4736             23630       3084
after floorplan                     -        0.4327             20950       2179
