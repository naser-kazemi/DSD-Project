File: run.sh
#!/bin/bash
# OpenROAD 26Q1-2900-gdf79404cd8, Yosys 0.63+post, stock flow scripts
make -C /OpenROAD-flow-scripts/flow DESIGN_CONFIG=/design/flow/config.mk WORK_HOME=/design/flow/orfs finish
File: config.mk
export PLATFORM = sky130hd
export DESIGN_NAME = seq
export DESIGN_NICKNAME = seq
export VERILOG_FILES = /design/flow/design.v
export SDC_FILE = /design/flow/constraint.sdc
export NUM_CORES = 4
export LEC_CHECK = 1
export CORE_UTILIZATION = 30
File: constraint.sdc
current_design seq

set clk_period 6.5
set clk_io_pct 0.2

create_clock -name clk0 -period $clk_period [get_ports {clk}]

set non_clock_inputs [all_inputs -no_clocks]
set_input_delay [expr $clk_period * $clk_io_pct] -clock clk0 $non_clock_inputs
set_output_delay [expr $clk_period * $clk_io_pct] -clock clk0 [all_outputs]
File: design.v
module seq #(
    parameter upper_bound = 11
) (
    input wire clk, 
    input wire reset,
    output reg[31:0] clk_count
);
    always @(posedge clk ) begin
        if(reset)begin
            clk_count <= 0;
        end else begin
            clk_count <= clk_count + 1;
        end
    end
endmodule
==> qor.yml <==
outcome: "finished, final reports clean"
timing.reg2reg.worst_path_depth: 4
seq_pwr_share_pct: 54.4
clock-root-buffer: "sky130_fd_sc_hd__clkbuf_8"
dr.pass1.iters: 4
stdcell_area_um2: 1930
layout.area.seq_um2: 641
final_hold_viol_count: 0
postCtsSetupBuffers: 0
power_density_cells_nw_per_um2: 190
yosys-top-cells-area: "sky130_fd_sc_hd__dfxtp_1 43%, sky130_fd_sc_hd__or4_1 6.1%, sky130_fd_sc_hd__a21oi_1 5.8%"
yosys_warnings: 1
route.detailed.vias_per_inst: 4.94
drive_above_1_share_pct: 6.47
hold_depth: 1
final_common_cell: "sky130_fd_sc_hd__clkdlybuf4s50_1"
synth_cells: 168
grt_max_degree: 37
cts.repair.resized: 0
global_route.usage.total_pct: 12.5
final.min_clock_period_ns: 2.54
clock_buffer_count_from_cts: 5
synth_area_leader_cell: "sky130_fd_sc_hd__dfxtp_1"
htree_levels: 2
clock_skew_ns: 0.00377
top_level_ports: 34
peakVddDrop_mv: 0.0935
maxCapViolCount: 0
tritoncts_num_sinks: 32
placement_rows: 25
layout_top_registers: "clk_count (32)"
chip_area_um2: 5200
largest_register_ff_count: 32
synthMuxAreaShare_pct: 3.05
synth_flop_count: 32
grt_setup_unrepaired: "false"
cts.path.max_buffers: 2
min_period_over_period_pct: 39.1
fin_tns_setup_ns: 0
timing.critical_path.max_delay_family: "buffers and inverters"
ys_sh_xor_pct: 5.34
critical_path_arrival_ns: 1.24
cellInternalPower_uw: 289
placedInstanceArea_um2: 1840
grt_antenna_before_repair: 0
fp-utilization_pct: 31.2
power.net_switching_uw: 77.9
clock_power_share_pct: 42.8
p_leak_nw: 0.573
cts_hold_buffers: 0
critical_path.max_stage_delay_ns: 0.51
setup.worst_path.start_class: "flop"
final_antenna_net_count: 0
tightestPinTransition_ns: 0.593
hpwl_um: 1990
gpl.final_weighted_congestion: 0.760
drcViolationCount: 0
dr_total_vias: 1323
post-layout-total-power_uw: 367
netlist_area_before_placement_um2: 1480
topCombFamilyByArea: "simple AND/OR/NAND/NOR gates"
synth_area_per_cell_um2: 8.78
worst-path-buf-inv: 1
totalWireLength_um: 3120
io_buffers: 33
first_global_vias: 1164
synth_cell_type_count: 29
fp.dieW_um: 72.1
crit_path_cell_trace: "clkdlybuf4s50_1"
slew_viol_final: 0
path_class: "reg -> out"
critical_path_depth: 1
synthArstFlopShare_pct: 0
globalRouteOverflowTotal: 0
timing.critical_path.required_ns: 5.20
worstSkewPairLatency_ns: 0.28
net_switching_share_of_the_total_power_pct: 21.2
stage_log_warnings: 25
clk_transition_reported_paths_ns: 0.06
route.detailed.wl_per_inst_um: 11.7
yosys-stat-area_um2: 1480
detail_route.antenna_diodes: 0
path_max_fanout: 6
drt_iter0_markers: 62
final.fill_count: 474
timing.max_slew.rel_slack_pct: 60.5
aoi_share_pct: 13.4
layout_top_cells: "33 x sky130_fd_sc_hd__clkdlybuf4s50_1, 32 x sky130_fd_sc_hd__dfxtp_1, 17 x sky130_fd_sc_hd__a21oi_1"
clock_tree_from_tritoncts: "built"
post-synth-top-area-fraction_pct: 43.4
post_synth_fa_ha_maj_area_fraction_pct: 0.848
postLayoutCoreUtil_pct: 41.0
postSynthSeqShare_pct: 43.4
slowest_cell_on_crit_path: "sky130_fd_sc_hd__clkdlybuf4s50_1"
min-delay-path-class: "reg -> reg"
largest_register: "clk_count"
finalSetupViolCount: 0
synth-edff-count: 0
grt_first_pass_wirelength_um: 5260
synth_stat.cells: 168
die_y_um: 72.1
timing.hold.ws_ns: 0.485
and_or_nand_nor_cells_area_fraction_pct: 29.1
ff_type: "sky130_fd_sc_hd__dfxtp_1"
end_kind: "output pin"
combinational_gate_area_um2: 763
achievable-frequency_mhz: 394
areaGrowthSynthToFinish_pct: 31.1
power_frac_comb_pct: 2.7
placeableCoreArea_um2: 4720
## logic make-up (layout without fill, tap and decap cells)
logic type / after synthesis / in the layout
xor gates and xnor gates: 9 / 9
muxes: 4 / 4
adders and majority gates: 1 / 1
buffers and inverters: 14 / 47
DFF: 32 / 32
AOI/OAI and AO/OA: 34 / 34
and+or+nand+nor: 74 / 74
## power groups by stage
stage / combinational (mW) / sequential (mW) / clock (mW)
4_1_cts: 0.0102 / 0.200 / 0.161
5_1_grt: 0.0114 / 0.200 / 0.169
6_report: 0.00999 / 0.200 / 0.157
## Yosys cell counts, types with 5 or more instances
master and number:
sky130_fd_sc_hd__dfxtp_1 32, sky130_fd_sc_hd__a21oi_1 17, sky130_fd_sc_hd__nor2_1 14, sky130_fd_sc_hd__or4_1 12
sky130_fd_sc_hd__nand2_1 11, sky130_fd_sc_hd__o31ai_1 11, sky130_fd_sc_hd__nand3_1 8, sky130_fd_sc_hd__o21ai_0 6
sky130_fd_sc_hd__or3_1 6, sky130_fd_sc_hd__inv_1 5, sky130_fd_sc_hd__nand4_1 5, sky130_fd_sc_hd__nor2b_1 5
sky130_fd_sc_hd__xnor2_1 5
## final cells by class
cell class | instances | share of cell area, %
clock buffer | 8 | 4.66
tap | 67 | 4.33
sequential | 32 | 33.1
timing repair buffer | 34 | 17.5
multi-input combinational | 122 | 39.5
inverter | 5 | 0.970
## worst register-to-register path, cell delays in order, from the launching register on
cell and delay (ns):
sky130_fd_sc_hd__dfxtp_1 0.45, sky130_fd_sc_hd__nand3_2 0.14, sky130_fd_sc_hd__or4_1 0.80, sky130_fd_sc_hd__nor4_1 0.42, sky130_fd_sc_hd__mux2_2 0.37
## final timing paths
kind / startpoint / end / slack (ns)
hold reg to reg: clk_count[0] / clk_count[0] / 0.49
setup / recovery: clk_count[2] / clk_count[2] / 3.96
setup reg to reg: clk_count[2] / clk_count[21] / 4.21
hold / removal: clk_count[0] / clk_count[0] / 0.49
## layer usage
layer / track usage (%) / routed length (µm) / up-vias
li1: - / - / 681
met2: 17.7 / 1320 / 32
met4: 2.40 / 53 / 0
met1: 19.8 / 1570 / 603
met3: 3.38 / 186 / 7
met5: 0 / 0 / -
## per-stage QoR
stage,instances,setup slack [ns]
floorplan,168,4.19
global placement,260,3.91
detailed placement,260,3.91
CTS,268,3.94
global route,268,3.87
finish,268,3.96
Power figures rest on the tool's default switching activity, not on a simulated workload.
